<file path="./run.sh">
#!/bin/bash
# OpenROAD 26Q1-2900-gdf79404cd8, Yosys 0.63+post, stock flow scripts
make -C /OpenROAD-flow-scripts/flow DESIGN_CONFIG=/design/flow/config.mk WORK_HOME=/design/flow/orfs finish
</file>
<file path="./config.mk">
export PLATFORM = sky130hd
export DESIGN_NAME = above_and_beyond
export DESIGN_NICKNAME = above_and_beyond
export VERILOG_FILES = /design/flow/design.v
export SDC_FILE = /design/flow/constraint.sdc
export NUM_CORES = 4
export LEC_CHECK = 1
export CORE_AREA = 10 10 92 92
export DIE_AREA = 0 0 102 102
</file>
<file path="./constraint.sdc">
current_design above_and_beyond

set clk_period 3.9
set clk_io_pct 0.2

create_clock -name clk0 -period $clk_period [get_ports {clk}]

set non_clock_inputs [all_inputs -no_clocks]
set_input_delay [expr $clk_period * $clk_io_pct] -clock clk0 $non_clock_inputs
set_output_delay [expr $clk_period * $clk_io_pct] -clock clk0 [all_outputs]
</file>
<file path="./design.v">
`timescale 1ns/1ns
module above_and_beyond
	(
		input clk,
		input input_button,
		input op_button,
		input [3:0] sliders,
		output [5:0] leds
	);
	wire [3:0] a;
	wire [3:0] b;
	wire [1:0] op;
	input_manager input_manager (
		.clk(clk),
		.input_button(input_button),
		.op_button(op_button),
		.sliders(sliders),
		.a(a),
		.b(b),
		.op(op),
		.selected_output(leds[5])
	);
	alu alu (
		.a(a),
		.b(b),
		.op(op),
		.out(leds[3:0]),
		.overflow(leds[4])
	);
endmodule
`timescale 1ns/1ns
module input_manager
	(
		input clk,
		input input_button,
		input op_button,
		input [3:0] sliders,
		output reg [3:0] a = 4'b0000,
		output reg [3:0] b = 4'b0000,
		output reg [1:0] op = 2'b00,
		output selected_output
	);
	reg input_button_delayed = 1'b0;
	reg op_button_delayed = 1'b0;
	reg output_select = 1'b0;
	assign selected_output = output_select;
	always @(posedge clk) begin
		input_button_delayed <= input_button;
		op_button_delayed <= op_button;
	end
	always @(posedge clk) begin
		if (input_button && ~input_button_delayed) begin
			if (~output_select) begin
				a <= sliders;
				output_select <= 1'b1;
			end else begin
				b <= sliders;
				output_select <= 1'b0;
			end
		end
	end
	always @(posedge clk) begin
		if (op_button && ~op_button_delayed) begin
			op <= op + 1;
		end
	end
endmodule
`timescale 1ns/1ns
module alu 
	(
		input [3:0] a,
		input [3:0] b,
		input [1:0] op,
		output reg [3:0] out,
		output reg overflow
	);
	always @* begin
		overflow = 0;
		case(op)
			2'b00: {overflow, out} = a + b;  
			2'b01: {overflow, out} = a - b;  
			2'b10: out = ~a;  
			2'b11: out = a & b;  
			default: out <= a + b;
		endcase
	end
endmodule
</file>
==> run notes <==
Implementation numbers.

- The max-slew violation count is 0.
- The type of the tightest min-delay check is reg2reg.
- For this run, the detailed router reports a per-instance via density of 3.61.
- Per the detail_route report, the via count comes to 621.
- The sequential fraction of the synthesis area is 42.2%.
- The mean area per synthesized cell reads 10.7 sq um.
- The number of distinct library cells after synthesis reads 27.
- The synthesis report lists the Yosys warning total as 2.
- The deepest clock path buffer count is 2.
- The post-synthesis to final-layout area growth reads 27.4%.
- The maximum clock rate is 336 MHz.
- Once the clock tree was built, the resizer swapped 0 gates to a different size.
- In the post-synthesis netlist, the biggest area contributors are edfxtp_1 (38%), ha_1 (17%), inv_1 (6.8%).
- The worst voltage drop across the vdd grid is 0.190 mV.
- The endpoint of the worst register-to-register path is input_manager.op[1].
- The clock tree root buffer cell is clkbuf_8.
- The floorplan has 29 rows.
- In the final timing run, aggregate negative setup slack is 0 ns.
- The I/O pin total reads 13.
- The vertical die size reads 102 um.
- Per the OpenROAD floorplan log, the width of the die is 102 um.
- The DRC violation total left in the routed layout is recorded as 0.
- Per the timing report, the biggest fanout along the worst path comes to 2.
- Subtracting the final worst setup slack from the clock period gives 2.98 ns.
- TritonCTS built the clock tree.
- Across all register-to-register paths, the minimum setup slack is 2.87 ns.
- The hold buffer count at CTS is 0.
- The count of buffers from port buffering is 12.
- The first global-routing pass estimated 2.73 mm of wire.
- The type of element launching the critical path reads a flip-flop.
- The critical path start-end classification is reg2out.
- At the pin with the least slew margin, the transition time is 0.285 ns.
- Setup repair after global routing left no endpoint under its margin.
- Once synthesis finished, the tally of register bits stood at 13.
- The synthesized netlist occupies a cell area of 877 sq um.
- The worst clock skew on the final layout reads 0.00333 ns.
- The top flip-flop cell by instance count after synthesis is edfxtp_1.
- The placed wire-length estimate after detailed placement reads 1.35 mm.
- Logic depth along the worst register-to-register path is recorded as 2.
- The leakage power is 0.000442 uW.
- The largest area contributor in the netlist is edfxtp_1.
- The routability-driven placement congestion ratio reads 0.811.
- The fraction of layout instances using a drive strength above 1 reads 5.26%.
- The per-cell routed wire length is 9.33 um.
- Setup slack on the worst path after placement came out at 1.17 ns.
- The share of the cycle needed by the critical path after routing reads 76.3%.
- The last element of the critical path reads leds[1].
- The worst slew margin relative to its limit is 81.0%.
- The critical path arrival reads 2.20 ns.
- The CTS buffer count is 3.
- The worst reg2reg path startpoint is input_manager.op[0].
- After the first detailed-routing iteration, the DRC count stood at 57.
- The total area inside the core boundary comes to 6460 sq um.
- The initial core utilization reads 13.6%.
- The global routing usage summed across all routing layers is 3.13%.
- The tool warning count reads 32.
- Entering global routing, the biggest net connects 9 pins.
- In the routed netlist, the antenna diode instances number 0.
- For this design the ratio of total power to cell area is 285 nW/um^2.
- OpenSTA lists the critical path startpoint as input_manager.b[0].
- The final setup violation count is 0.
- Per the GRT congestion report, total overflow comes to 0.
- The share of async-settable or async-resettable flops after synthesis is 0%.
- The via count of the first global-routing pass is 643.
- The die outline area reads 10400 sq um.
- The clock latency on the worst-skew pair is 0.24 ns.
- Counting flops with a built-in enable in the synthesized netlist gives 11.
- The final hold violation count recorded for this run is 0.
- The worst setup path is captured at an output pin.
- After synthesis, the design contains 82 cells according to Yosys.
- The number of H-tree levels is 1.
- The post-layout utilization of the core reads 17.3%.
- The registers of the reported paths see a clock transition of 0.05 ns.
- The data required time of the critical path reads 3.12 ns.
- The initial antenna violation count reads 0.
- Counting every instance in the synthesized netlist gives 82.
- The proportion of netlist area held by the largest area contributor is 37.7%.
- The run finished with clean final reports.
- Yosys reports that the most numerous cell types are inv_1 (16), ha_1 (12), edfxtp_1 (11), a21oi_1 (6), nand2_1 (4).
- The post-route total power reads 318 uW.
- The remaining antenna violation count after routing is 0.
- The CTS log lists the clock sinks for this run as 13.
- The leading cell type by number of instances after synthesis reads inv_1.
- After synthesis, the chip area reported by Yosys is 877 sq um.
- The final timing report gives a worst setup slack of 0.924 ns.
- The total wirelength of the detailed-routed design reads 1.60 mm.
- The detailed-router iteration count before antenna repair is 4.
- The number of max-capacitance violations reported reads 0.
- The total setup buffers inserted after CTS is 0.
metal layers:
metal	GRT usage [%]	vias up	routed length [um]
met1	3.33	282	656
met4	0.759	0	29
met2	5.83	23	802
met5	0	-	0
li1	-	312	-
met3	1.02	4	115
sequential cells by signal, indices dropped and copies added (netlist names):
| signal | count |
|---|---|
| input_manager.a | 4 |
| input_manager.b | 4 |
| input_manager.input_button_delayed | 1 |
| input_manager.op | 2 |
| input_manager.op_button_delayed | 1 |
| input_manager.output_select | 1 |
placed cells by master, fill, tap and decap left out, types with 2 or more instances in the layout:
cell and count:
o31a_1 2, nand2_1 4, inv_1 16, a21oi_1 6
clkbuf_8 3, o21ai_0 2, dfxtp_1 2, nor2b_1 3
and2_1 2, edfxtp_1 11, clkdlybuf4s50_1 12, fa_1 2
ha_1 12, o22ai_1 3
critical path, cell delays in order, from the launching register on:
cell and delay, ns:
edfxtp_1 0.39, ha_1 0.21, inv_1 0.08, fa_1 0.41, a222oi_1 0.30, mux2i_1 0.12
clkdlybuf4s50_1 0.44
through the flow:
step / hold slack (ns) / std cells / cell area, sq um
after floorplan: 0.502 / 82 / 877
after global placement: 0.512 / 168 / 1070
after CTS: 0.524 / 172 / 1120
after detailed placement: 0.512 / 168 / 1070
after global routing: 0.540 / 172 / 1120
final: 0.523 / 172 / 1120
layout make-up:
| type | instances | area (sq um) |
|---|---|---|
| clock buffer | 3 | 41.3 |
| clock inverter | 1 | 5.00 |
| fill | 725 | 5340 |
| inverter | 16 | 60.1 |
| multi-input combinational | 50 | 424 |
| sequential | 13 | 370 |
| tap | 77 | 96.3 |
| timing repair buffer | 12 | 120 |
logic make-up after synthesis:
logic type | share of synthesized area, %
AND/OR/NAND/NOR | 9.99
multiplexers | 1.14
AND-OR/OR-AND | 15.6
buffers and inverters | 9.42
adder cells (fa/ha/maj) | 21.7
flip-flops | 42.2
how the worst min path moves through the flow:
| stage | from | end | depth (start not counted) |
|---|---|---|---|
| 4_1_cts | input_manager.op_button_delayed | input_manager.op[0] | 1 |
| 6_report | input_manager.op_button_delayed | input_manager.op[1] | 1 |
| 5_1_grt | input_manager.op_button_delayed | input_manager.op[1] | 1 |
report_power, final:
part / switching [uW] / internal, uW / total, uW
registers: 2.51 / 156 / 159
logic: 19.9 / 25.1 / 44.9
clock network: 44.3 / 70.3 / 115
total: 66.7 / 252 / 318
No activity file was given, so power comes from the tool's default toggle rates.
